==> flow/design.v <==
`timescale 1ns / 1ps
module D_FF_negativeEdge(
    input d,
    input clk,reset_p, enable,
    output reg q);
    always @ (negedge clk or posedge reset_p) begin
        if(reset_p) q= 0;
        else if(enable) q = d;
    end
endmodule
module D_FF_positiveEdge(
    input d,
    input clk,reset_p, enable,
    output reg q);
    always @ (posedge clk or posedge reset_p) begin
        if(reset_p) q= 0;
        else if(enable) q = d;
    end
endmodule
module T_FF_negative(
    input clk, reset_p,
    input t,
    output reg q);
    always @ (negedge clk or posedge reset_p)begin
        if(reset_p) q = 0;
        else begin
            if(t)q= ~q;
            else q=q;
        end
    end 
endmodule
module T_FF_positive(
    input clk, reset_p,
    input t,
    output reg q);
    always @ (posedge clk or posedge reset_p)begin
        if(reset_p) q = 0;
        else begin
            if(t)q= ~q;
            else q=q;
        end
    end 
endmodule
module UpCounter_4bit_async(
    input clk, reset_p,
    output [3:0] count);
    T_FF_negative T0(.clk(clk), .reset_p(reset_p), .t(1), .q(count[0]));
    T_FF_negative T1(.clk(count[0]), .reset_p(reset_p), .t(1), .q(count[1]));
    T_FF_negative T2(.clk(count[1]), .reset_p(reset_p), .t(1), .q(count[2]));
    T_FF_negative T3(.clk(count[2]), .reset_p(reset_p), .t(1), .q(count[3]));
endmodule
module DownCounter_4bit_async(
    input clk, reset_p,
    output [3:0] count);
    T_FF_positive T0(.clk(clk), .reset_p(reset_p), .t(1), .q(count[0]));
    T_FF_positive T1(.clk(count[0]), .reset_p(reset_p), .t(1), .q(count[1]));
    T_FF_positive T2(.clk(count[1]), .reset_p(reset_p), .t(1), .q(count[2]));
    T_FF_positive T3(.clk(count[2]), .reset_p(reset_p), .t(1), .q(count[3]));
endmodule
module UP_Counter_p(
    input clk, reset_p, enable,
    output reg[3:0] count);
    always@(posedge clk or posedge reset_p)begin
        if(reset_p)count =0;
        else if(enable)count = count + 1;
    end
endmodule
module UP_Counter_n(
    input clk, reset_p, enable,
    output reg[3:0] count);
    always@(negedge clk or negedge reset_p)begin
        if(reset_p)count =0;
        else if(enable)count = count + 1;
    end
endmodule
module Down_Counter_p(
    input clk, reset_p, enable,
    output reg[3:0] count);
    always@(posedge clk or posedge reset_p)begin
        if(reset_p)count =0;
        else if(enable)count = count - 1;
    end
endmodule
module Down_Counter_n(
    input clk, reset_p, enable,
    output reg[3:0] count);
    always@(negedge clk or negedge reset_p)begin
        if(reset_p)count =0;
        else if(enable)count = count - 1;
    end
endmodule
module bcd_upcounter(
    input clk, reset_p,
    output reg[3:0] count);
    always@(posedge clk or posedge reset_p)begin
    if(reset_p) count =0;
    else begin
        if(count >=9) count = 0;
        else count = count +1;
        end
    end
endmodule
module bcd_downcounter(
    input clk, reset_p,
    output reg[3:0] count);
    always@(negedge clk or negedge reset_p)begin
    if(reset_p) count = 0;
    else begin
        if(count >= 10 | count == 0) count = 9;
        else count = count - 1;
        end
    end
endmodule
module BCD_Up_Down_p(
    input clk, reset_p,
    input up_down,
    output reg[3:0] count);
    always@(posedge clk or posedge reset_p)begin
    if(reset_p) count = 0;
    else begin
        if(up_down)begin
            if(count >=9) count =0;
            else count = count +1;
        end
        else begin
            if(count >= 10 | count == 0) count = 9;
            else count = count -1;
            end  
        end
    end
endmodule
module up_down_counter_p(
    input clk, reset_p,
    input up_down,
    output reg [3:0] count);
    always@(posedge clk or posedge reset_p)begin
        if(reset_p)count = 9;
        else begin
            if(up_down)begin
                count = count +1;
            end
            else begin
                count = count -1;
            end
        end
    end
endmodule
module ring_counter(
    input clk, reset_p,
    output reg [3:0] q);
    always@(posedge clk or posedge reset_p)begin
        if(reset_p) q = 4'b0001;
        else begin
            case(q)
                4'b0001 : q = 4'b0010;
                4'b0010 : q = 4'b0100;
                4'b0100 : q = 4'b1000;
                4'b1000 : q = 4'b0001;
                default: q = 4'b0001;
            endcase
        end
    end
endmodule
module ring_counter_3bit(
    input clk, reset_p,
    output reg [2:0] q);
    always@(posedge clk or posedge reset_p)begin
        if(reset_p) q = 4'b001;
        else begin
            case(q)
                4'b001 : q = 4'b010;
                4'b010 : q = 4'b100;
                4'b100 : q = 4'b001;
                default: q = 4'b001;
            endcase
        end
    end
endmodule
module ring_counter_shift(
    input clk, reset_p,
    output reg [3:0] q);
    always@(posedge clk or posedge reset_p)begin
        if(reset_p)q = 4'b0001;
        else begin
            if(q == 4'b1000)q=4'b0001;
            else q[3:0] = {q[2:0],1'b0};
        end
    end
endmodule
module edge_dectector_p(
    input clk, reset_p,
    input cp,
    output p_edge);
    reg ff_current, ff_old;
    always@(posedge clk or posedge reset_p)begin
        if(reset_p)begin
            ff_current <= 0;
            ff_old <= 0;
        end
        else begin
            ff_current <= cp;
            ff_old <= ff_current;
         end
    end
    assign p_edge = ({ff_current, ff_old} == 2'b10) ? 1:0;  
endmodule
module edge_dectector_n(
    input clk, reset_p,
    input cp,
    output p_edge,n_edge);
    reg ff_current, ff_old;
    always@(posedge clk or posedge reset_p)begin
        if(reset_p)begin
            ff_current <= 0;
            ff_old <= 0;
        end
        else begin
            ff_current <= cp;
            ff_old <= ff_current;
         end
    end
    assign p_edge = ({ff_current, ff_old} == 2'b10) ? 1:0;  
    assign n_edge = ({ff_current, ff_old} == 2'b01) ? 1:0;  
endmodule
module edge_dectector_clk_neg(
    input clk, reset_p,
    input cp,
    output p_edge,n_edge);
    reg ff_current, ff_old;
    always@(negedge clk or posedge reset_p)begin
        if(reset_p)begin
            ff_current <= 0;
            ff_old <= 0;
        end
        else begin
            ff_current <= cp;
            ff_old <= ff_current;
         end
    end
    assign p_edge = ({ff_current, ff_old} == 2'b10) ? 1:0;  
    assign n_edge = ({ff_current, ff_old} == 2'b01) ? 1:0;  
endmodule
module shift_register_SISO_n(
    input clk, reset_p,
    input d,
    output q);
    reg[3:0] siso_reg;
    always@(negedge clk or posedge reset_p)begin
        if(reset_p) siso_reg <= 0;
        else begin
        siso_reg <= {d, siso_reg[3:1]}; 
        end
    end
    assign q = siso_reg[0];
endmodule
module R_shift_register_SISO_Nbit_n #(parameter N = 8)(
    input clk, reset_p,
    input d,
    output q);
    reg[N-1:0] siso_reg;
    always@(negedge clk or posedge reset_p)begin
        if(reset_p) siso_reg <= 0;
        else begin
        siso_reg <= {d, siso_reg[N-1:1]}; 
        end
    end
    assign q = siso_reg[0];
endmodule
module L_shift_register_SISO_Nbit_n #(parameter N = 8)(
    input clk, reset_p,
    input d,
    output q);
    reg[N-1:0] siso_reg;
    always@(negedge clk or posedge reset_p)begin
        if(reset_p) siso_reg <= 0;
        else begin
        siso_reg <= {siso_reg[N-2:0],d}; 
        end
    end
    assign q = siso_reg[0];
endmodule
module shift_register_SIPO_n(
    input clk, reset_p,
    input d,
    input rd_en,
    output[3:0]q);
    reg[3:0] sipo_reg;
    always@(negedge clk or posedge reset_p)begin
        if(reset_p) sipo_reg <= 0;
        else begin
            sipo_reg <= {d, sipo_reg[3:1]}; 
        end
    end
    assign q = rd_en ? 4'bz:sipo_reg;
endmodule
module shift_register_SIPO_Nbit_n #(parameter N = 8)(
    input clk, reset_p,
    input d,
    input rd_en,
    output[N-1:0]q);
    reg[N-1:0] sipo_reg;
    always@(negedge clk or posedge reset_p)begin
        if(reset_p) sipo_reg <= 0;
        else begin
            sipo_reg <= {d, sipo_reg[N-1:1]}; 
        end
    end
    assign q = rd_en ? 'bz:sipo_reg;
endmodule
module shift_register_PISO_n(
    input clk, reset_p,
    input [3:0]d,
    input shift_load,
    output q);
    reg[3:0] piso_reg;
    always@(negedge clk or posedge reset_p)begin
        if(reset_p) piso_reg <= 0;
        else begin
            if(shift_load) begin
                piso_reg <= {1'b0, piso_reg[3:1]}; 
            end
            else begin
                piso_reg = d;
            end
        end
    end
    assign q = piso_reg[0];
endmodule
module shift_register_PISO_Nbit_n #(parameter N = 8)(
    input clk, reset_p,
    input [N-1:0]d,
    input shift_load,
    output q);
    reg[N-1:0] piso_reg;
    always@(negedge clk or posedge reset_p)begin
        if(reset_p) piso_reg <= 0;
        else begin
            if(shift_load) begin
                piso_reg <= {1'b0, piso_reg[N-1:1]}; 
            end
            else begin
                piso_reg = d;
            end
        end
    end
    assign q = piso_reg[0];
endmodule
module register_8bit_n(
    input [7:0] in_Data,
    input clk,reset_p, wr_en, rd_en,
    output [7:0]out_Data);
    reg [7:0] register;
    always@(negedge clk or posedge reset_p)begin
        if(reset_p) register=0;
        else if(wr_en) register=in_Data;
    end
    assign out_Data = rd_en ? register : 'bz;
endmodule
module register_8bit_Nbit_n #(parameter N = 8)(
    input [N-1:0] in_Data,
    input clk,reset_p, wr_en, rd_en,
    output [N-1:0]out_Data);
    reg [N-1:0] register;
    always@(negedge clk or posedge reset_p)begin
        if(reset_p) register=0;
        else if(wr_en) register=in_Data;
    end
    assign out_Data = rd_en ? register : 'bz;
endmodule
module SRAM_8bit_1024(
    input clk, 
    input wr_en,rd_en,
    input [9:0] address,
    inout [7:0] data);
    reg [7:0] memory[0:1023];
    always@(posedge clk)if(wr_en) memory[address] = data;
    assign data = rd_en ? memory[address] : 'bz;
endmodule
==> flow/run.sh <==
#!/bin/bash
# OpenROAD 26Q1-2900-gdf79404cd8, Yosys 0.63+post, stock flow scripts
make -C /OpenROAD-flow-scripts/flow DESIGN_CONFIG=/design/flow/config.mk WORK_HOME=/design/flow/orfs finish
==> flow/config.mk <==
export PLATFORM = sky130hd
export DESIGN_NAME = SRAM_8bit_1024
export DESIGN_NICKNAME = SRAM_8bit_1024
export VERILOG_FILES = /design/flow/design.v
export SDC_FILE = /design/flow/constraint.sdc
export NUM_CORES = 4
export LEC_CHECK = 1
export CORE_UTILIZATION = 50
export SYNTH_MEMORY_MAX_BITS = 65536
==> flow/constraint.sdc <==
current_design SRAM_8bit_1024

set clk_period 103.4
set clk_io_pct 0.2

create_clock -name clk0 -period $clk_period [get_ports {clk}]

set non_clock_inputs [all_inputs -no_clocks]
set_input_delay [expr $clk_period * $clk_io_pct] -clock clk0 $non_clock_inputs
set_output_delay [expr $clk_period * $clk_io_pct] -clock clk0 [all_outputs]
==> results.py <==
# Flow results
metrics = {
    "outcome": {
        "status": "did not finish",
        "lastStage": "clock tree synthesis",
        "first-error": "[error] [KeplerFormal.cpp:679] Workflow failed: Iso has multiple drivers: .data0, _14812_.X0",
    },
    "synth": {
        "syn_area_um2": 316000,
        "yosysCellCount": 16700,
        "synth-main-ff-cell": "edfxtp_1",
        "area_leaders": "edfxtp_1 78%, mux2i_1 8.5%, mux4_2 5.3%, o22ai_1 2.2%, nor2_1 1.6%",
        "synth_cells": 16700,
        "synth_cell_types": 58,
        "ys_chip_area_um2": 316000,
        "top_area_cell": "edfxtp_1",
        "syn_area_per_cell_um2": 19.0,
        "synth.top_cell.area_share_pct": 77.8,
        "edf_count": 8192,
        "async_flop_share_pct": 0,
        "ys_seq_share_pct": 77.8,
        "ys_ff": 8192,
        "yosysWarnings": 6,
    },
    "clock_network": {
        "cts_setup_buffers": 0,
        "ctsHoldBuffers": 0,
        "h-tree-depth": 6,
        "numCtsBuffers": 813,
        "cts_resized": 0,
        "cts.sinks": 8192,
        "cts_buffer_depth": 4,
        "cts_root_buf": "clkbuf_16",
    },
    "placed_design": {
        "pre_cts_ws_ns": 53.04,
        "portBuffers": 11,
        "routabilityCongestion": 0.897,
        "dp_hpwl_um": 537000,
    },
    "die": {
        "die_width_um": 797,
        "die_h_um": 797,
        "fp-utilization_pct": 50.3,
        "row_count": 291,
        "io_pins": 21,
    },
}
==> kinds of logic after synthesis <==
| group | Yosys count | synth area share (%) |
|---|---|---|
| buf+inv | 1083 | 1.62 |
| mux | 3447 | 13.9 |
| compound gates | 1817 | 3.79 |
| simple gates | 2117 | 2.87 |
| flops | 8192 | 77.8 |
==> per-stage QoR <==
stage / utilization (%) / std cells / area, um^2
after floorplan: - / 16700 / 316000
after detailed placement: 52.2 / 24700 / 328000
after global placement: 52.2 / 24700 / 328000
==> synthesized netlist by cell type (34+ instances only) <==
master	n
mux2i_1	2684
a21oi_1	75
buf_1	49
edfxtp_1	8192
clkbuf_1	459
nand2_1	231
nor4_1	195
o211ai_1	67
nor3_1	174
a22oi_1	145
o22ai_1	1098
a211oi_1	51
o21ai_0	127
buf_2	444
nor2_1	1384
o2111ai_1	106
mux4_2	748
buf_4	124
a31oi_1	34
